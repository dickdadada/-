File: design.v
module Running_light
#(
parameter CNT_MAX = 25'd24_999_999
)
(
input wire sys_clk , 
input wire sys_rst_n ,
output wire [3:0] led_out 
 );
 reg [24:0] cnt ;
 reg cnt_flag ;
 reg [3:0] led_out_reg ;
 always@(posedge sys_clk or negedge sys_rst_n)
 if(sys_rst_n == 1'b0)
 cnt <= 25'b0;
 else if(cnt == CNT_MAX)
 cnt <= 25'b0;
 else
 cnt <= cnt + 1'b1;
 always@(posedge sys_clk or negedge sys_rst_n)
 if(sys_rst_n == 1'b0)
 cnt_flag <= 1'b0;
 else if(cnt == CNT_MAX - 1)
 cnt_flag <= 1'b1;
 else
 cnt_flag <= 1'b0;
 always@(posedge sys_clk or negedge sys_rst_n)
 if(sys_rst_n == 1'b0)
 led_out_reg <= 4'b0001;
 else if(led_out_reg == 4'b1000 && cnt_flag == 1'b1)
 led_out_reg <= 4'b0001;
 else if(cnt_flag == 1'b1)
 led_out_reg <= led_out_reg << 1'b1;
 assign led_out = ~led_out_reg;
 endmodule
File: run.sh
#!/bin/bash
# OpenROAD 26Q1-2900-gdf79404cd8, Yosys 0.63+post, stock flow scripts
make -C /OpenROAD-flow-scripts/flow DESIGN_CONFIG=/design/flow/config.mk WORK_HOME=/design/flow/orfs finish
File: config.mk
export PLATFORM = sky130hd
export DESIGN_NAME = Running_light
export DESIGN_NICKNAME = Running_light
export VERILOG_FILES = /design/flow/design.v
export SDC_FILE = /design/flow/constraint.sdc
export NUM_CORES = 4
export LEC_CHECK = 1
export CORE_UTILIZATION = 30
File: constraint.sdc
current_design Running_light

set clk_period 4.2
set clk_io_pct 0.2

create_clock -name clk0 -period $clk_period [get_ports {sys_clk}]

set non_clock_inputs [all_inputs -no_clocks]
set_input_delay [expr $clk_period * $clk_io_pct] -clock clk0 $non_clock_inputs
set_output_delay [expr $clk_period * $clk_io_pct] -clock clk0 [all_outputs]
==> results.yml <==
# generated from flow reports
critical_path:
  r2r_slack_ns: 2.16
  slowest_delay_ns: 0.54
  startpoint_type: "flip-flop"
  path_cells: "inv_1, clkdlybuf4s50_1"
  end_kind: "primary output"
  arrival_ns: 1.25
  rr_endpoint: "cnt[20]$_DFF_PN0_"
  timing.rr.start: "cnt[0]$_DFF_PN0_"
  crit_end: "led_out[0]"
  cp_top_family: "flip-flops"
  r2r_cells: 6
  worstSetupStartpoint: "led_out_reg[0]$_DFFE_PN1P_"
  crit_type: "reg -> out"
  worstPathMaxFanout: 3
  critPathBufInv: 2
  required_ns: 3.36
  crit_cells: 2
  critPathSlowestCell: "dfstp_2"
sta:
  fin_crit_sh_pct: 49.8
  finClkSkew_ns: 0.00507
  slew_headroom_pct: 51.8
  worstMarginPinSlew_ns: 0.717
  setup_tns_ns: 0
  setup_viol: 0
  rsz0062_at_grt: "no"
  max_freq_mhz: 478
  period_minus_slack_ns: 2.09
  hold_viol_final: 0
  timing.final.ws_setup_ns: 2.11
  final_max_slew_viol_count: 0
finish:
  syn_to_final_growth_pct: 13.1
  largest_reg_flops: 25
  layout_top_cells: "29 x dfrtp_1, 11 x nand3_1, 11 x o21ai_0"
  drive_gt1_share_pct: 8.50
  fillers: 430
  lay_top_count: "dfrtp_1"
drt:
  viasPerCell: 5.12
  drt-wirelength-per-cell_um: 12.5
  drt-total-wl_um: 2550
  via_count: 1049
  route.detailed.drc: 0
  first_iter_violations: 79
  drtAntennaViolNets: 0
  diodes: 0
  drtPass1Iterations: 18
clock_network:
  numCtsBuffers: 5
  root_buffer: "clkbuf_8"
  hold_buffers: 0
  cts_num_sinks: 30
  cts_resized: 0
  htree_levels: 2
  clockBufferDepth: 2
  clock_latency_ns: 0.28
  cts_setup_buffers: 0
  clk_pin_slew_worst_paths_ns: 0.06
  cts_tree: "built"
place:
  hpwl_um: 1810
  gp_congestion: 0.826
  place_ws_ns: 2.18
  port_buffers: 5
pwr:
  p_leak_nw: 0.693
  powerDensity_mw_per_mm2: 315
  ir_drop_v: 0.0000950
floorplan:
  die_h_um: 71.1
  ios: 6
  dieArea_mm2: 0.00506
  fp_util_pct: 32.0
  std_cell_rows: 24
  core_area_mm2: 0.00447
  fp.dieW_um: 71.1
global_routing:
  antenna_found_initial: 0
  track_usage_pct: 11.7
  grt_overflow: 0
  grt_pass1_wl_um: 4690
  first_global_vias: 1027
  grt_start_max_net_pins: 31
synth:
  avgSynthCellArea_um2: 10.1
  ys_cells: 142
  ys_seq_elements: 30
  synth_chip_area_mm2: 0.00143
  syn_inst: 142
  synth_cell_type_count: 30
  ys_warn_count: 1
  synth_seq_share_pct: 52.4
  synth.top_cell.area_share_pct: 50.6
  syn-cell-area_mm2: 0.00143
  topCellsByArea: "dfrtp_1 51%, xnor2_1 4.3%, nand3_1 3.8%, o21ai_0 3.8%, xor2_1 3.7%"
  yosysTopAreaCell: "dfrtp_1"
hold_path:
  min-delay-path-class: "reg -> reg"
  whs_path_depth: 2
run_status:
  outcome: "completed"
job:
  drv_cap: 0
  tool_warnings: 26
[cells by family after synthesis]
group	count (synthesis)	share of synthesized area (%)
simple gates	63	25.7
flops	30	52.4
compound gates	24	9.07
xor+xnor	13	7.94
buf+inv	10	3.14
fa+ha+maj	2	1.74
[through the flow]
| step | util (%) | cells | area, µm² | total power, mW | hold WS, ns |
|---|---|---|---|---|---|
| 3_5_place_dp | 34.5 | 197 | 1540 | 0.302 | 0.472 |
| 5_1_grt | 36.2 | 205 | 1620 | 0.531 | 0.510 |
| 2_1_floorplan | - | 142 | 1430 | 0.294 | 0.448 |
| 4_1_cts | 36.2 | 205 | 1620 | 0.519 | 0.486 |
| 3_3_place_gp | 34.5 | 197 | 1540 | 0.301 | 0.461 |
| 6_report | 36.2 | 205 | 1620 | 0.512 | 0.482 |
[tightest hold or removal path, cell delays in order, from the launching register on]
cell     delay, ns
dfrtp_1       0.34
nand2_1       0.05
o21ai_0       0.06
[routing by layer]
metal  track usage (%)  part of all wire, %
met2              18.2                   44
met3              2.02                  3.0
met1              17.8                   51
met5                 0                    0
met4              2.44                  1.6
[synth_stat cells]
master	instances
or4_4	1
xor2_1	6
nor4b_1	1
nor3_1	2
buf_6	1
nand3_1	11
o21ai_0	11
nor2b_1	1
xnor2_1	7
clkbuf_1	3
dfrtp_1	29
nor2_1	9
and2_1	1
inv_1	6
nand4_1	4
nor4_2	1
ha_1	2
or3_1	6
and3_1	3
and3_2	1
and4_2	1
or4_1	4
nand2_1	10
nor4_1	1
dfstp_2	1
nand2_2	1
and4_1	4
and4b_1	1
a21oi_1	9
o31ai_1	4
[layout make-up]
class / count / area, µm² / area share, %
flip-flops and latches: 30 / 752 / 46.4
multi-input cells: 102 / 637 / 39.3
clock buffers: 8 / 80.1 / 4.94
repair buffers: 7 / 65.1 / 4.01
well taps: 52 / 65.1 / 4.01
inverters: 6 / 22.5 / 1.39
[worst min-delay path by stage]
stage                             to  slack (ns)                       start
5_1_grt            cnt[17]$_DFF_PN0_        0.51           cnt[17]$_DFF_PN0_
6_report  led_out_reg[3]$_DFFE_PN0P_        0.48  led_out_reg[2]$_DFFE_PN0P_
4_1_cts   led_out_reg[3]$_DFFE_PN0P_        0.49  led_out_reg[2]$_DFFE_PN0P_
[where the power goes]
group / internal, mW / switching, mW / total (mW) / leakage, nW
sequential: 0.289 / 0 / 0.289 / 0.406
clock: 0.117 / 0.0982 / 0.216 / 0.0395
combinational: 0.00142 / 0.00541 / 0.00683 / 0.247
Power figures rest on the tool's default switching activity, not on a simulated workload.
