`constraint.sdc`:
```
current_design latch_c

set clk_period 1.6
set clk_io_pct 0.2

create_clock -name clk0 -period $clk_period

set non_clock_inputs [all_inputs -no_clocks]
set_input_delay [expr $clk_period * $clk_io_pct] -clock clk0 $non_clock_inputs
set_output_delay [expr $clk_period * $clk_io_pct] -clock clk0 [all_outputs]
```
`config.mk`:
```
export PLATFORM = sky130hd
export DESIGN_NAME = latch_c
export DESIGN_NICKNAME = latch_c
export VERILOG_FILES = /design/flow/design.v
export SDC_FILE = /design/flow/constraint.sdc
export NUM_CORES = 4
export LEC_CHECK = 1
export CORE_AREA = 10 10 70 70
export DIE_AREA = 0 0 80 80
```
`run.sh`:
```
#!/bin/bash
# OpenROAD 26Q1-2900-gdf79404cd8, Yosys 0.63+post, stock flow scripts
make -C /OpenROAD-flow-scripts/flow DESIGN_CONFIG=/design/flow/config.mk WORK_HOME=/design/flow/orfs finish
```
`design.v`:
```
module latch_c
(
input wire in1 ,  
input wire in2 ,  
input wire in3 ,  
output reg [7:0] out  
);
 always@(*)
 if({in1, in2, in3} == 3'b000)
 out = 8'b0000_0001;
 else if({in1, in2, in3} == 3'b001)
 out = 8'b0000_0010;
 else if({in1, in2, in3} == 3'b010)
 out = 8'b0000_0100;
 else if({in1, in2, in3} == 3'b011)
 out = 8'b0000_1000;
 else if({in1, in2, in3} == 3'b100)
 out = 8'b0001_0000;
 else if({in1, in2, in3} == 3'b101)
 out = 8'b0010_0000;
 else if({in1, in2, in3} == 3'b110)
 out = 8'b0100_0000;
 else if({in1, in2, in3} == 3'b111)
 out = 8'b1000_0000;
 else
 out = out;
endmodule
```
==> results.yml <==
# implementation run metrics
detailed_routing:
  antenna_left: 0
  diodes: 0
  dr.pass1.iters: 2
  wl_per_cell_um: 6.19
  vias: 155
  routed_wl_um: 501
  via_per_inst: 1.91
  drtIter0Drc: 2
  drc_errors: 0
yosys:
  synthMuxAreaShare_pct: 0
  avgSynthCellArea_sq_um: 11.1
  ys_types: 6
  yosysWarnings: 1
  postSynthCellCount: 17
  ys_cells: 17
  synthXorXnorAreaFrac_pct: 0
  top_cell_area_share_pct: 63.6
  aoi_share_pct: 0
  top_logic_kind: "simple AND/OR/NAND/NOR gates"
  synthSimpleGateAreaFrac_pct: 34.4
  synth_flops: 8
  synth-adder-area-share_pct: 0
  top_area_cell: "dlxtn_1"
  area_leaders: "dlxtn_1 (64%), and3b_2 (16%), nor3b_1 (12%)"
  yosys_area_sq_um: 189
  syn-cell-area_sq_um: 189
worst_setup_path:
  critPathKind: "input port to output pin"
  end_kind: "output pin"
  cp_max_fo: 8
  cp.required_ps: 1280
  critPathLaunchType: "input port"
  arrival_ps: 1170
final_timing:
  finalCritPeriodShare_pct: 92.8
  rsz0062_at_grt: "no"
  min_period_ps: 1490
  finalHoldViolations: 0
  untimed_endpoints: 8
  fmax_ghz: 0.673
  report.final.slew_viol_count: 0
  finalSetupViolations: 0
  unclocked_pins: 8
  fin_ws_ps: 115
placed_design:
  dpl_cell_area_sq_um: 383
  io_buffers: 11
  gp_congestion: 0.694
  dp_slack_ps: -694
die:
  die_area_sq_um: 6400
  die_x_um: 80
  initial_core_util_pct: 5.53
  core-area_sq_um: 3420
  placementRows: 21
  die_y_um: 80
  num_io_pins: 11
power_and_ir_drop:
  vdd_drop_max_v: 0.0000949
  finalPower_mw: 0.0507
  leakage_nw: 0.207
  powerDensity_nw_per_um2: 122
run_status:
  status: "finished clean"
finish:
  stdcell_area_sq_um: 417
  area_growth_pct: 121
  postLayoutCoreUtil_pct: 12.2
  largest_reg_flops: 8
  layout-drive-gt1-share_pct: 31.4
clocking:
  cts_hold_buf: 0
  post_cts_buffers: 0
run:
  max_cap_violations: 0
  tool_warnings: 32
grt:
  grt_usage_pct: 1.57
  grt_pass1_vias: 186
  grt_max_degree: 9
  antenna_found_initial: 0
  grt-ovfl-total: 0
  grt_first_pass_wirelength_um: 862
[power by group]
part           switching (mW)  internal [mW]
clock                       0              0
combinational          0.0141         0.0233
sequential           0.000825         0.0126
[how the worst max path moves through the flow]
stage / start / end
after CTS: in2 / out[5]
after global routing: in1 / out[3]
final: in2 / out[5]
[layout make-up]
| cell class | count | area (sq um) |
|---|---|---|
| tap | 46 | 57.6 |
| fill | 403 | 3000 |
| sequential | 8 | 120 |
| multi-input combinational | 16 | 119 |
| timing repair buffer | 11 | 120 |
[cells by family (layout without fill, tap and decap cells)]
family	Yosys count	count (layout)
other	1	8
latches	8	8
AND/OR/NAND/NOR	8	8
buffers and inverters	0	11
[what timing repair did]
item,in CTS,in global routing
resized,37,0
endpoints found under the setup margin,8,0
hold endpoints to repair,0,0
[cell usage after synthesis (all sizes together)]
| cell | instances |
|---|---|
| nor3b | 3 |
| conb | 1 |
| and3 | 1 |
| nor3 | 1 |
| dlxtn | 8 |
| and3b | 3 |
[worst max-delay path: stages]
cell and delay [ps]:
buf_8 110, and3b_2 220, dlxtn_1 320, dlygate4sd2_1 200
[placed cells by master, fill, tap and decap left out]
cell and count:
conb_1 8, buf_8 2, dlxtn_1 8, buf_12 1, and3_4 1, and3b_2 3, dlygate4sd2_1 8, nor3_2 1
nor3b_2 3
[stage by stage]
step	cells	TNS (ps)
floorplan	24	0
global placement	81	-5040
detailed placement	81	-5270
CTS	81	0
global route	81	0
finish	81	0
[layer usage]
metal | global-route usage, % | part of all wire [%]
met5 | 0 | 0
met4 | 0 | 0
met3 | 1.36 | 25
met2 | 1.69 | 22
met1 | 2.33 | 53
