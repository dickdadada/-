[config.mk]
export PLATFORM = sky130hd
export DESIGN_NAME = Latch_a
export DESIGN_NICKNAME = Latch_a
export VERILOG_FILES = /design/flow/design.v
export SDC_FILE = /design/flow/constraint.sdc
export NUM_CORES = 4
export LEC_CHECK = 1
export CORE_AREA = 10 10 70 70
export DIE_AREA = 0 0 80 80
[constraint.sdc]
current_design Latch_a

set clk_period 1.0
set clk_io_pct 0.2

create_clock -name clk0 -period $clk_period

set non_clock_inputs [all_inputs -no_clocks]
set_input_delay [expr $clk_period * $clk_io_pct] -clock clk0 $non_clock_inputs
set_output_delay [expr $clk_period * $clk_io_pct] -clock clk0 [all_outputs]
[design.v]
module Latch_a
(input wire in1, 
input wire in2, 
input wire in3 , 
output reg [7:0]out  
);
always@(*)
if({in1,in2,in3}==3'b000)
out =8'b0000_0001;
else if({in1,in2,in3} == 3'b001)
out =8'b0000_0010;
else if({in1,in2,in3} == 3'b010)
out =8'b0000_0100;
else if({in1,in2,in3} == 3'b011)
out =8'b0000_1000;
else if({in1,in2,in3} == 3'b100)
out =8'b0001_0000;
else if({in1,in2,in3} == 3'b101)
out =8'b0010_0000;
else if({in1,in2,in3} == 3'b110)
out =8'b0100_0000;
else if({in1,in2,in3} == 3'b111)
out =8'b1000_0000;
endmodule
[run.sh]
#!/bin/bash
# OpenROAD 26Q1-2900-gdf79404cd8, Yosys 0.63+post, stock flow scripts
make -C /OpenROAD-flow-scripts/flow DESIGN_CONFIG=/design/flow/config.mk WORK_HOME=/design/flow/orfs finish
==> impl_metrics.env <==
# yosys + openroad results
export IMPL_wl_per_cell_um=6.07
export IMPL_yosysUniqueCellTypes=6
export IMPL_status="finished with violations"
export IMPL_grt_pass1_vias=198
export IMPL_warnings=34
export IMPL_first_pass_iters=2
export IMPL_grt_util_all_layers_pct=1.57
export IMPL_rows=21
export IMPL_rsz0062_at_grt="true"
export IMPL_critPathLaunch="in2"
export IMPL_worst_endpoint_arrival_ns=0.93
export IMPL_power_frac_seq_pct=25.8
export IMPL_drtIter0Drc=1
export IMPL_dp_slack_ns=-1.05
export IMPL_drcViolationCount=0
export IMPL_fillCellCount=410
export IMPL_violations="negative setup slack"
export IMPL_power_leakage_nw=0.193
export IMPL_diodes=0
export IMPL_fin_util_pct=11.6
export IMPL_synth_flop_count=8
export IMPL_power_density_mw_per_mm2=210
export IMPL_wirelength_um=492
export IMPL_die_h_um=80
export IMPL_die_w_um=80
export IMPL_comb_power_share_pct=74.2
export IMPL_fp_util_pct=5.53
export IMPL_gp_congestion=0.694
export IMPL_grt_first_pass_wirelength_um=862
export IMPL_topCellsByArea="dlxtn_1 (64%), and3b_2 (16%), nor3b_1 (12%), and3_2 (4.0%), nor3_1 (2.6%)"
export IMPL_top_area_cell="dlxtn_1"
export IMPL_pin_count=11
export IMPL_yosys_warnings=1
export IMPL_vias=169
export IMPL_fin_setup_tns_ns=-0.873
export IMPL_io_buffers=11
export IMPL_vias_per_cell=2.09
export IMPL_untimed_endpoints=8
export IMPL_yosys_area_sq_um=189
export IMPL_max_freq_mhz=884
export IMPL_critPathRequiredTime_ns=0.80
export IMPL_largest_reg_flops=8
export IMPL_post_cts_buffers=0
export IMPL_drive_above_1_share_pct=57.1
export IMPL_unclocked_pins=8
export IMPL_min_period_over_period_pct=113
export IMPL_power_switching_mw=0.0234
export IMPL_syn_area_per_cell_sq_um=11.1
export IMPL_ys_cells=17
export IMPL_syn_area_sq_um=189
export IMPL_switching_share_pct=28.0
export IMPL_irDropWorstVdd_v=0.000160
export IMPL_slew_violations=0
export IMPL_grt_max_degree=9
export IMPL_clkPwrFrac_pct=0
export IMPL_detail_route_antenna_nets=0
export IMPL_crit_path_start_kind="primary input"
export IMPL_fp_coreArea_sq_mm=0.00342
export IMPL_cp_max_fo=8
export IMPL_setup_viol=8
export IMPL_maxCapViolCount=0
export IMPL_hold_buffers=0
export IMPL_postLayoutSetupSlackWorst_ns=-0.131
export IMPL_intPower_mw=0.0603
export IMPL_crit_end="out[5]"
export IMPL_yosys_area_top_type_share_pct=63.6
export IMPL_die_area_sq_mm=0.00640
export IMPL_antenna_found_initial=0
export IMPL_finalHoldViolCount=0
export IMPL_area_growth_synth_to_final_pct=111
export IMPL_overflow=0
export IMPL_min_period_ns=1.13
export IMPL_synth_cells=17
export IMPL_crit_path_end_kind="output pin"
export IMPL_path_class="in2out"
## layout by cell type (no fill, tap or decap)
master / instances
nor3_2: 1
buf_12: 3
and3b_2: 3
nor3b_2: 3
and3_4: 1
conb_1: 8
dlxtn_1: 7
dlxtn_2: 1
buf_2: 8
## what timing repair did
action,4_1_cts,5_1_grt
pin swaps,5,3
gates resized,54,2
endpoints found under the setup margin,8,8
## metrics by stage
stage | cells | area [sq um] | power, mW
5_1_grt | 81 | 398 | 0.0929
3_5_place_dp | 81 | 383 | 0.0705
3_3_place_gp | 81 | 383 | 0.0684
2_1_floorplan | 24 | 215 | 0.0336
6_report | 81 | 398 | 0.0837
4_1_cts | 81 | 392 | 0.0823
## cells in the mapped netlist
cell type / instances
and3b_2: 3
and3_2: 1
nor3b_1: 3
nor3_1: 1
dlxtn_1: 8
conb_1: 1
## power groups by stage
stage / Sequential [mW] / Clock (mW) / Combinational [mW]
4_1_cts: 0.0215 / 0 / 0.0607
5_1_grt: 0.0224 / 0 / 0.0705
6_report: 0.0216 / 0 / 0.0621
## final cells by class
type | count | area (sq um) | area share [%]
Multi-Input combinational cell | 16 | 119 | 29.9
Sequential cell | 8 | 121 | 30.5
Timing Repair Buffer | 11 | 100 | 25.2
Tap cell | 46 | 57.6 | 14.5
## worst max-delay path, stage by stage
cell,delay [ns]
buf_12,0.11
and3b_2,0.21
dlxtn_1,0.32
buf_2,0.09
## logic make-up after synthesis
kind of cell and share of synthesized area (%):
and+or+nand+nor 34.4, latches 63.6, other 1.98
## per-layer routing
metal	wire length, um	GRT usage (%)
met5	0	0
met1	247	2.33
met2	114	1.61
met4	0	0
met3	130	1.48
Power is estimated from default activity; no workload was simulated.
